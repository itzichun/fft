## run.sh

```bash
#!/bin/bash
# OpenROAD 26Q1-2900-gdf79404cd8, Yosys 0.63+post, stock flow scripts
make -C /OpenROAD-flow-scripts/flow DESIGN_CONFIG=/design/flow/config.mk WORK_HOME=/design/flow/orfs finish
```

## config.mk

```make
export PLATFORM = sky130hd
export DESIGN_NAME = draw_OLED
export DESIGN_NICKNAME = draw_OLED
export VERILOG_FILES = /design/flow/design.v
export SDC_FILE = /design/flow/constraint.sdc
export NUM_CORES = 4
export LEC_CHECK = 1
export CORE_AREA = 10 10 251 251
export DIE_AREA = 0 0 261 261
```

## constraint.sdc

```tcl
current_design draw_OLED

set clk_period 10.5
set clk_io_pct 0.2

create_clock -name clk0 -period $clk_period [get_ports {clk}]

set non_clock_inputs [all_inputs -no_clocks]
set_input_delay [expr $clk_period * $clk_io_pct] -clock clk0 $non_clock_inputs
set_output_delay [expr $clk_period * $clk_io_pct] -clock clk0 [all_outputs]
```

## design.v

```verilog
`timescale 1ns / 1ps
module draw_OLED(input clk, input [2:0]state, input [15:0]audio_sample, input [12:0]pixel_index, input [2:0]SW, input SW13, input SW14, input [6:0]x_left, input [6:0]x_right, input frame_begin, input [464:0]freq_cnts, output [15:0]pixel_data);
    wire [6:0]x = pixel_index % 96;
    wire [6:0]y = pixel_index / 96;
    reg [5:0] freq_reg [0:14];
    always @(posedge clk) begin                    
        if (frame_begin) begin : storefreq
            integer k;
            for (k = 0; k < 15; k = k + 1   ) begin
                freq_reg[k] <= freq_cnts[30 * (k + 1) - 13 -: 6];
            end
        end
   end
    parameter [15:0]white_border = 16'b1111111111111111;
    wire [15:0]border      = SW13 ? 16'b1111111111111111 : 16'b1111010100001110;
    wire [15:0]background  = SW13 ? 16'b0000000000000000 : 16'b1111011100111100;
    wire [15:0]low_bar     = SW13 ? 16'b0000011111100000 : 16'b1111101110011111;
    wire [15:0]med_bar     = SW13 ? 16'b1111111111100000 : 16'b1111101011010001;
    wire [15:0]high_bar    = SW13 ? 16'b1111100000000000 : 16'b0110001100111111;
    wire [15:0]freq_bar    = SW13 ? 16'b1101111011111011 : 16'b0111111011111011;
    assign pixel_data = (SW14 && SW[0] && (((x <= 93 && x >= 2) && (y == 61 || y == 2)) || ((x == 93 || x == 2) && (y <= 61 && y >= 2)))) ? border :  
                        (~SW14 && SW[0] && (x >= 93 || x <= 2 || y >= 61 || y <= 2)) ? border :  
                        (SW[1] && state == 0 && audio_sample[0] && (x >= x_left && x <= x_right && y >= 58 && y <= 60)) ? low_bar : 
                        (SW[1] && state == 0 && audio_sample[1] && (x >= x_left && x <= x_right && y >= 54 && y <= 56)) ? low_bar : 
                        (SW[1] && state == 0 && audio_sample[2] && (x >= x_left && x <= x_right && y >= 50 && y <= 52)) ? low_bar : 
                        (SW[1] && state == 0 && audio_sample[3] && (x >= x_left && x <= x_right && y >= 46 && y <= 48)) ? low_bar : 
                        (SW[1] && state == 0 && audio_sample[4] && (x >= x_left && x <= x_right && y >= 42 && y <= 44)) ? low_bar : 
                        (SW[1] && state == 0 && audio_sample[5] && (x >= x_left && x <= x_right && y >= 38 && y <= 40)) ? low_bar :
                        (SW[1] && state == 0 && audio_sample[6] && (x >= x_left && x <= x_right && y >= 34 && y <= 36)) ? med_bar :
                        (SW[1] && state == 0 && audio_sample[7] && (x >= x_left && x <= x_right && y >= 30 && y <= 32)) ? med_bar :
                        (SW[1] && state == 0 && audio_sample[8] && (x >= x_left && x <= x_right && y >= 26 && y <= 28)) ? med_bar :
                        (SW[1] && state == 0 && audio_sample[9] && (x >= x_left && x <= x_right && y >= 22 && y <= 24)) ? med_bar :
                        (SW[1] && state == 0 && audio_sample[10] && (x >= x_left && x <= x_right && y >= 18 && y <= 20)) ? med_bar :
                        (SW[1] && state == 0 && audio_sample[11] && (x >= x_left && x <= x_right && y >= 15 && y <= 16)) ? high_bar :
                        (SW[1] && state == 0 && audio_sample[12] && (x >= x_left && x <= x_right && y >= 12 && y <= 13)) ? high_bar :
                        (SW[1] && state == 0 && audio_sample[13] && (x >= x_left && x <= x_right && y >= 9 && y <= 10)) ? high_bar :
                        (SW[1] && state == 0 && audio_sample[14] && (x >= x_left && x <= x_right && y >= 6 && y <= 7)) ? high_bar :
                        (SW[1] && state == 0 && audio_sample[15] && (x >= x_left && x <= x_right && y >= 3 && y <= 4)) ? high_bar : 
                        (state == 1 && (x >= 3 && x <= 8 && y >= (57 - freq_reg[0]) && y <= 60)) ? freq_bar :
                        (state == 1 && (x >= 9 && x <= 15 && y >= (57 - freq_reg[1]) && y <= 60)) ? freq_bar :
                        (state == 1 && (x >= 16 && x <= 22 && y >= (57 - freq_reg[2]) && y <= 60)) ? freq_bar :
                        (state == 1 && (x >= 23 && x <= 29 && y >= (57 - freq_reg[3]) && y <= 60)) ? freq_bar :
                        (state == 1 && (x >= 30 && x <= 36 && y >= (57 - freq_reg[4]) && y <= 60)) ? freq_bar :
                        (state == 1 && (x >= 37 && x <= 43 && y >= (57 - freq_reg[5]) && y <= 60)) ? freq_bar :
                        (state == 1 && (x >= 44 && x <= 50 && y >= (57 - freq_reg[6]) && y <= 60)) ? freq_bar :
                        (state == 1 && (x >= 51 && x <= 57 && y >= (57 - freq_reg[7]) && y <= 60)) ? freq_bar :
                        (state == 1 && (x >= 58 && x <= 64 && y >= (57 - freq_reg[8]) && y <= 60)) ? freq_bar :
                        (state == 1 && (x >= 65 && x <= 71 && y >= (57 - freq_reg[9]) && y <= 60)) ? freq_bar :
                        (state == 1 && (x >= 72 && x <= 78 && y >= (57 - freq_reg[10]) && y <= 60)) ? freq_bar :
                        (state == 1 && (x >= 79 && x <= 85 && y >= (57 - freq_reg[11]) && y <= 60)) ? freq_bar :
                        (state == 1 && (x >= 86 && x <= 92 && y >= (57 - freq_reg[12]) && y <= 60)) ? freq_bar :
                        background;
endmodule
```

==> flow_metrics.py <==
# Flow results
metrics = {
    "synthesis": {
        "synth_seq_share_pct": 29.83,
        "ys_cells": 874,
        "edf_count": 78,
        "top_cell_area_share_pct": 29.83,
        "yosys-stat-area_um2": 7851,
        "netlist_area_um2": 7851,
        "ys_ff": 78,
        "flop_cell": "edfxtp_1",
        "async_reset_ff_share_pct": 0,
        "avgSynthCellArea_um2": 8.983,
        "syn_inst": 874,
        "ys_types": 88,
        "area_leaders": "edfxtp_1, ha_1, inv_1",
        "yosysWarnings": 2,
        "largest_area_cell": "edfxtp_1",
    },
    "critical_path": {
        "cp_max_fo": 9,
        "crit_buf_inv": 5,
        "crit_path_end_kind": "output pin",
        "cp.required_ps": 8400,
        "worstPathArrival_ps": 8010,
        "cp_slowest_cell": "clkdlybuf4s50_1",
        "crit_family": "simple AND/OR/NAND/NOR gates",
        "critPathMaxStageDelay_ps": 500,
        "startpoint_type": "input pin",
        "critical_path_class": "input pin to output pin",
    },
    "outcome": {
        "status": "finished clean",
    },
    "detailed_routing": {
        "via_per_inst": 3.895,
        "drc": 0,
        "drt_iter0_drc": 365,
        "first_pass_iters": 5,
        "post_drt_wl_per_cell_um": 15.60,
        "wirelength_um": 28760,
        "vias": 7179,
        "antenna_cells_inserted": 0,
        "ant_nets": 0,
    },
    "cts": {
        "cts-root-buf": "clkbuf_16",
        "cts_tree": "yes",
        "clock_sinks": 78,
        "clk_pin_slew_ps": 60,
        "htree_levels": 3,
        "cts_buffers": 9,
        "clockBufferDepth": 2,
    },
    "placement": {
        "post_dp_cell_area_um2": 10630,
        "place_congestion": 0.8909,
        "dp.cells": 1821,
        "place_ws_ps": -41.44,
        "portBuffers": 145,
        "dp_hpwl_um": 23510,
    },
    "final_timing": {
        "tightestPinTransition_ps": 764.4,
        "post-route-period-util_pct": 96.33,
        "maxSlewHeadroom_pct": 48.88,
        "rsz0062_at_grt": "no",
        "setup_viol": 0,
        "setup_slack_ps": 385.7,
        "max_clock_freq_ghz": 0.09887,
        "final_max_slew_viol_count": 0,
        "final.min_clock_period_ps": 10110,
        "hold_viol_final": 0,
    },
    "die": {
        "num_rows": 88,
        "core_area_um2": 57590,
        "die_area_um2": 68120,
        "die_h_um": 261,
        "die.size.x_um": 261,
        "initCoreUtil_pct": 13.63,
        "num_io_pins": 534,
    },
    "final_layout": {
        "largest_reg_flops": 78,
        "stdcell_area_um2": 11120,
        "fill_cells": 6270,
        "syn_to_final_growth_pct": 41.67,
        "layout.cells.non_filler": 1843,
        "drive_gt1_share_pct": 12.99,
    },
    "flow_run": {
        "maxCapViolCount": 0,
        "log.warning_count": 415,
    },
    "power_and_ir_drop": {
        "power.total_mw": 1.156,
        "leakage_nw": 4.422,
        "power.density_nw_per_um2": 103.9,
        "ir_worst_vdd_mv": 0.07375,
    },
    "global_route": {
        "grt_pass1_wl_um": 42500,
        "gr-total-overflow": 0,
        "grt_max_degree": 43,
        "grt_pass1_vias": 7173,
        "grt_usage_pct": 8.265,
        "antenna_found_initial": 1,
    },
    "hold_path": {
        "hp-class": "input pin to flop",
    },
}
-- cell usage in the layout (no fill, tap or decap), drive strengths merged, types with 27 or more instances in the layout --
| cell type | synthesis | routed |
|---|---|---|
| nand2 | 68 | 68 |
| edfxtp | 78 | 78 |
| nor2 | 62 | 62 |
| buf | 14 | 77 |
| a21oi | 41 | 41 |
| nand3 | 28 | 28 |
| ha | 109 | 109 |
| inv | 76 | 77 |
| xnor2 | 27 | 27 |
| o21ai | 49 | 49 |
| clkdlybuf4s50 | 0 | 142 |
-- worst paths after layout --
| check | depth (start not counted) | to | slack (ps) | startpoint |
|---|---|---|---|---|
| worst max-delay path | 25 | pixel_data[9] | 390 | pixel_index[10] |
| worst min-delay path | 1 | freq_reg[6][0] | 2230 | frame_begin |
-- Yosys cell counts (14+ instances only) --
cell type and number:
ha_1 109, edfxtp_1 78, inv_1 74, nand2_1 68, nor2_1 59, o21ai_0 44
a21oi_1 40, nand3_1 27, xnor2_1 27, nand2b_1 22, nor3_1 22, clkbuf_1 19
nor2b_1 18, o2111ai_1 17, o211ai_1 16, a21o_1 14, xor2_1 14
-- per-layer routing --
metal	vias up	track usage [%]	wire length (um)
li1	3676	-	-
met1	3289	11.58	13370
met2	194	12.98	13010
met3	18	2.411	2036
met4	2	0.8027	323
met5	-	0	17
-- through the flow --
step	setup TNS, ps	utilization, %	hold slack (ps)
finish	0	19.32	2232
CTS	0	18.93	2229
detailed placement	-41.44	18.46	2592
global placement	0	18.46	2577
floorplan	0	-	2199
global route	0	19.32	2250
-- repair_timing --
action	CTS	global route
pin swaps	1	4
endpoints found under the setup margin	4	16
cloned	0	1
resized	3	33
hold buffers	0	0
buffers inserted	0	6
-- where the power goes --
| part | switching, mW | total [mW] | internal [mW] |
|---|---|---|---|
| sequential | 0.0177 | 0.389 | 0.372 |
| clock | 0.122 | 0.281 | 0.159 |
| combinational | 0.249 | 0.486 | 0.237 |
| total | 0.389 | 1.16 | 0.767 |
-- layout make-up --
cell class | count | area, um2 | share of cell area, %
flip-flops and latches | 78 | 2342 | 21.06
clock inverters | 5 | 36.28 | 0.3262
well taps | 765 | 957.2 | 8.605
inverters | 78 | 292.8 | 2.632
repair buffers | 222 | 2102 | 18.90
clock buffers | 10 | 229.0 | 2.058
multi-input cells | 685 | 5164 | 46.42
-- cells by family (layout without fill, tap and decap cells) --
group / after synthesis / count (layout) / share of synthesized area [%]
simple gates: 293 / 293 / 20.00
fa+ha+maj: 109 / 109 / 17.37
xor+xnor: 41 / 41 / 4.574
buf+inv: 111 / 315 / 6.279
flops: 78 / 78 / 29.83
compound gates: 237 / 237 / 21.29
mux: 5 / 5 / 0.6534
Power is estimated from default activity; no workload was simulated.
