==> design/flow/design.v <==
`timescale 1ns / 1ps
module freq_counter(
    input clk,
    input we,
    input start,
    input [9:0] addr,
    input [23:0] freq_mag,
    output reg [464:0] freq_cnts
    );
    reg [30:0] freq_bins [0:14];
    reg start_pipe;
    integer i;
    always @(posedge clk) begin
        start_pipe <= start;
        if (start_pipe) begin
            for (i = 0; i < 15; i = i + 1) begin
                freq_cnts[30 * (i + 1) -: 31] <= freq_bins[i];
                freq_bins[i] <= 31'd0;
            end
        end else if (we) begin
            for (i = 0; i < 15; i = i + 1) begin
                if (addr >= 68 * i && addr < 68 * (i + 1)) begin
                    freq_bins[i] <= freq_bins[i] + freq_mag;
                end 
            end
            if (addr >= 68 * 15) begin
                freq_bins[14] <= freq_bins[14] + freq_mag;
            end
        end
    end
endmodule
==> design/flow/run.sh <==
#!/bin/bash
# OpenROAD 26Q1-2900-gdf79404cd8, Yosys 0.63+post, stock flow scripts
make -C /OpenROAD-flow-scripts/flow DESIGN_CONFIG=/design/flow/config.mk WORK_HOME=/design/flow/orfs finish
==> design/flow/config.mk <==
export PLATFORM = sky130hd
export DESIGN_NAME = freq_counter
export DESIGN_NICKNAME = freq_counter
export VERILOG_FILES = /design/flow/design.v
export SDC_FILE = /design/flow/constraint.sdc
export NUM_CORES = 4
export LEC_CHECK = 1
export CORE_UTILIZATION = 30
==> design/flow/constraint.sdc <==
current_design freq_counter

set clk_period 37.0
set clk_io_pct 0.2

create_clock -name clk0 -period $clk_period [get_ports {clk}]

set non_clock_inputs [all_inputs -no_clocks]
set_input_delay [expr $clk_period * $clk_io_pct] -clock clk0 $non_clock_inputs
set_output_delay [expr $clk_period * $clk_io_pct] -clock clk0 [all_outputs]
==> reports/notes.md <==
The flow ran to the end, and the final reports show no timing, DRC or antenna violations. For this design, the CTS-stage hold fixing added 0 buffers. Path type of the worst min-delay path: reg2reg. The post-synthesis async set-or-reset flop share was 0%; the synthesized-area fraction occupied by and/or/nand/nor cells was 16.12%. Setup repair after global routing left no endpoint under its margin.

The largest combinational cell category by area is AND-OR/OR-AND gates. The maximum number of pins on one net before global-route repair is 127. The placer congestion estimate is 0.9138, and the power per standard cell area is 41.67 nW/um2. Once detail routing completed, the nets flagged for antenna violations numbered 0.

Across all hold checks on the routed design, the worst slack comes to 0.4504 ns. The peak ir drop on the vdd network is 0.03795 mV, and the global-route wire length before repair is 226800 um. Compared with the post-synthesis result, the final layout area differs by 22.39%. The run gives 7416 for the total instance count after detailed placement. Synthesis handed over a netlist of 4969 instances. The core region is 158700 um2. The source-to-sink clock delay at the later pin of the worst-skew pair was 0.75 ns. The post-synthesis compound-gate area fraction is 18.86%, and the sequential share of power is 45.4%. The number of standard cells in the layout, taps in and fillers out was 7621.

Per the OpenROAD floorplan log, the area of the die is 162000 um2. Clock skew on the completed layout was measured at 0.03350 ns. The sequential fraction of the synthesis area came out at 46.95%.

For reference, the top cells by count after synthesis are sky130_fd_sc_hd__nand2_1, sky130_fd_sc_hd__a21oi_1, sky130_fd_sc_hd__dfxtp_1. The height of the die came out at 402.5 um. Dividing the detail-routed wire length by the instance count gives 20.50 um. Cell chosen for the clock root: sky130_fd_sc_hd__clkbuf_16.

Of the cells placed in the final design, the portion with a size suffix greater than 1 is 5.935%. The detailed router reported a total wirelength of 156300 um. The remaining global-route overflow was 0; the post-route fraction of the period consumed by the critical path was 29.71%. Per the final timing report, the hold violations number 0. The longest clock path from root to sink contains 3 buffers. The switching power as a share of total power was 25.66%. Looking at the worst setup and hold paths, the clock pins of their registers show a slew of 0.06 ns.

TritonRoute reported its final design rule violation total as 0. The run gives 629.7 uW as the net switching component of the power. Hold analysis lists the worst path endpoint as freq_cnts[210]$_DFFE_PP_.

The leakage power total is 0.02319 uW. The launch instance of the worst min-delay path was freq_bins[7][0]$_SDFFE_PP0P_. The floorplan has 146 rows.

The flow reports that combinational logic draws 11.2% of the design power. Total of cells resized after clock tree synthesis: 0. The most used flip-flop cell after synthesis is sky130_fd_sc_hd__dfxtp_1. In the power breakdown, the internal column shows 1824 uW. The tool flagged a number of max-cap violations equal to 0. The tools report the level count of the clock H-tree as 3. The run gives 12 for the length in cells of the worst reg-to-reg path. In this run the count of I/O pins placed on the die edge is 502.

With the yosys stat cell total at 4969, the total via count in the routed design is 39300. Counting instances, the worst hold path has a depth of 0. With the multiplexer share of the synthesized area at 0.4056%, the number of slew-limit violations in the final report is 0. The required time of the critical path came out at 37.64 ns. At the end of the flow the core is filled with cells to 37.10%.

The pin closest to its max-slew limit shows a slew of 0.8312 ns. The clock drives 903 sinks. Yosys mapped a number of flops with a built-in enable equal to 451. The clock network fraction of design power came out at 43.4%.

Per the timing report, the most critical flop-to-flop path finishes at freq_bins[0][28]$_SDFFE_PP0P_. For this run, the detailed router reports a per-instance via density of 5.157. The yosys-reported design area after synthesis was 48120 um2; the effective utilization at floorplan was 30.31%. Across all stage logs, warnings added up to 33. The main area contributors are sky130_fd_sc_hd__edfxtp_1, sky130_fd_sc_hd__dfxtp_1, sky130_fd_sc_hd__ha_1. STA lists the maximum fanout along the critical path as 9. Subtracting the final worst setup slack from the clock period gives 10.99 ns. With the XOR/XNOR share of the synthesized area at 5.169%, the achievable frequency is 0.09097 GHz.

Sorting the synthesis cell report by count puts at the top sky130_fd_sc_hd__nand2_1. Per the timing report, the most critical flop-to-flop path originates at freq_bins[0][0]$_SDFFE_PP0P_. Initial antenna violation count: 19.

The setup slack of the worst register-to-register path is 33.30 ns. The area fraction of the largest cell type after synthesis is 28.14%. For the worst setup path, the data arrival time is 11.63 ns. The number of buffers added on ports is 485.

Yosys reported a register bit count of 903. The run gives 19.52% as the combined global-route utilization of all metal layers. The horizontal die size was 402.5 um.

For the cell area after synthesis, the log shows 48120 um2. The adder and majority cell fraction of the synthesized area was 9.985%. TritonCTS built the clock tree. With the mean area per synthesized cell at 9.684 um2, the count of endpoints failing setup in the final report is 0.

STA classifies the critical path endpoint as a flop. The number of warnings issued by yosys came out at 16. Cell type with the largest total area after synthesis: sky130_fd_sc_hd__edfxtp_1.

The tools report the number of detailed-route iterations in the first pass as 6. The run gives 25.20 ns as the worst setup timing slack at the placement stage. The tools report the critical path startpoint category as a primary input. The total negative slack was 0 ns; the setup slack of the critical path after layout was 26.01 ns. For the DRC violation total after the first TritonRoute iteration, the log shows 2391. Once the clock tree was built, the setup fixing pass inserted 0 buffers. In the placement report, post-DP HPWL is listed as 110500 um. Checking max transition, the worst relative margin is 44.59%.

The critical path class was in2reg. TritonCTS created 105 clock buffers. The number of distinct standard cells referenced by the synthesized netlist was 92; the via count of the first global-routing pass was 35920.
==> power by group through the flow <==
stage | sequential [uW] | combinational, uW | clock [uW]
final | 1110 | 276 | 1070
after CTS | 1110 | 277 | 1100
after global routing | 1120 | 305 | 1130
==> worst max-delay path by stage <==
stage | startpoint | endpoint | slack, ns | cells after the start
after CTS | freq_mag[0] | freq_bins[0][28]$_SDFFE_PP0P_ | 26.00 | 14
after global routing | freq_mag[0] | freq_bins[0][28]$_SDFFE_PP0P_ | 25.70 | 14
final | freq_mag[0] | freq_bins[0][28]$_SDFFE_PP0P_ | 26.01 | 14
==> stage by stage <==
step,instance area (um2),total power [uW]
2_1_floorplan,48170,1287
3_3_place_gp,55310,1409
3_5_place_dp,55310,1410
4_1_cts,58880,2488
5_1_grt,58880,2554
6_report,58890,2454
==> cell families (layout without fill, tap and decap cells) <==
group / count (synthesis) / count (layout)
other: 1 / 20
and+or+nand+nor: 1650 / 1650
DFF: 903 / 903
AOI/OAI and AO/OA: 1438 / 1438
muxes: 18 / 18
xor gates and xnor gates: 284 / 284
buffers and inverters: 300 / 861
adders and majority gates: 375 / 375
==> flip-flops by register name, summed over array words and instances (netlist names) <==
name / count
start_pipe: 1
freq_cnts: 451
freq_bins: 451
==> per-layer routing <==
| layer | global-route usage [%] | up-vias | wire length, um |
|---|---|---|---|
| met3 | 9.155 | 233 | 19770 |
| met4 | 5.283 | 14 | 4908 |
| li1 | - | 19380 | - |
| met2 | 27.82 | 1334 | 66460 |
| met1 | 27.14 | 18340 | 65020 |
| met5 | 0 | - | 96 |
==> cell usage in the layout, fill, tap and decap left out, types with 49 or more instances in the layout <==
| cell type | netlist | layout |
|---|---|---|
| sky130_fd_sc_hd__nand2_1 | 714 | 714 |
| sky130_fd_sc_hd__a21oi_1 | 583 | 583 |
| sky130_fd_sc_hd__clkdlybuf4s50_1 | 0 | 461 |
| sky130_fd_sc_hd__dfxtp_1 | 452 | 451 |
| sky130_fd_sc_hd__edfxtp_1 | 451 | 451 |
| sky130_fd_sc_hd__ha_1 | 360 | 360 |
| sky130_fd_sc_hd__nor2_1 | 291 | 289 |
| sky130_fd_sc_hd__a21o_1 | 190 | 190 |
| sky130_fd_sc_hd__o21ai_0 | 184 | 184 |
| sky130_fd_sc_hd__xnor2_1 | 171 | 171 |
| sky130_fd_sc_hd__nand3_1 | 156 | 156 |
| sky130_fd_sc_hd__xor2_1 | 113 | 113 |
| sky130_fd_sc_hd__clkbuf_16 | 0 | 107 |
| sky130_fd_sc_hd__inv_1 | 102 | 100 |
| sky130_fd_sc_hd__a211oi_1 | 83 | 83 |
| sky130_fd_sc_hd__nor3_1 | 76 | 75 |
| sky130_fd_sc_hd__buf_4 | 16 | 73 |
| sky130_fd_sc_hd__and3_1 | 70 | 70 |
| sky130_fd_sc_hd__nand4_1 | 56 | 56 |
| sky130_fd_sc_hd__a31oi_1 | 54 | 54 |
| sky130_fd_sc_hd__o21a_1 | 52 | 52 |
| sky130_fd_sc_hd__nor2b_1 | 50 | 49 |
==> critical path, stage by stage <==
cell and delay (ns):
sky130_fd_sc_hd__buf_2 0.47, sky130_fd_sc_hd__buf_4 0.40, sky130_fd_sc_hd__ha_1 0.25, sky130_fd_sc_hd__inv_1 0.06, sky130_fd_sc_hd__fa_1 0.40, sky130_fd_sc_hd__nor2b_1 0.17, sky130_fd_sc_hd__o31a_1 0.17, sky130_fd_sc_hd__o21ai_1 0.11
sky130_fd_sc_hd__a2111oi_0 0.60, sky130_fd_sc_hd__o21ai_0 0.20, sky130_fd_sc_hd__a31oi_1 0.30, sky130_fd_sc_hd__o21ai_0 0.31, sky130_fd_sc_hd__a211oi_1 0.34, sky130_fd_sc_hd__mux2_2 0.36
==> layout make-up <==
type	count	area [um2]
antenna	6	15.01
clock buffer	139	2868
clock inverter	60	696.9
fill	15320	99850
inverter	102	385.4
multi-input combinational	3779	24410
sequential	903	22600
tap	2072	2592
timing repair buffer	560	5323
Power figures rest on the tool's default switching activity, not on a simulated workload.
