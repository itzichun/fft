[design.v]
module volume_indicator(
    input cs, 
    input [11:0] sample,
    output reg [15:0] volume_level = 0
    );
    reg [10:0]counter = 0;
    reg [11:0] max_so_far = 0;
    reg [11:0] max = 0;
    always @ (posedge cs) begin
        counter <= counter + 1;
        if (counter == 2000) begin  
            max <= max_so_far;                       
            volume_level[0] <= (max > 2000) ? 1 : 0;
            volume_level[1] <= (max > 2100) ? 1 : 0;
            volume_level[2] <= (max > 2300) ? 1 : 0; 
            volume_level[3] <= (max > 2500) ? 1 : 0;
            volume_level[4] <= (max > 2700) ? 1 : 0;
            volume_level[5] <= (max > 2900) ? 1 : 0;
            volume_level[6] <= (max > 3100) ? 1 : 0;
            volume_level[7] <= (max > 3300) ? 1 : 0;
            volume_level[8] <= (max > 3400) ? 1 : 0;
            volume_level[9] <= (max > 3500) ? 1 : 0;
            volume_level[10] <= (max > 3600) ? 1 : 0;
            volume_level[11] <= (max > 3700) ? 1 : 0;
            volume_level[12] <= (max > 3800) ? 1 : 0;
            volume_level[13] <= (max > 3900) ? 1 : 0;
            volume_level[14] <= (max > 4000) ? 1 : 0;
            volume_level[15] <= (max > 4000) ? 1 : 0;
            max_so_far <= sample;
            counter <= 0;                            
        end
        else if ((max_so_far <= sample)) begin
            max_so_far <= sample;                    
        end
 end
endmodule
[run.sh]
#!/bin/bash
# OpenROAD 26Q1-2900-gdf79404cd8, Yosys 0.63+post, stock flow scripts
make -C /OpenROAD-flow-scripts/flow DESIGN_CONFIG=/design/flow/config.mk WORK_HOME=/design/flow/orfs finish
[config.mk]
export PLATFORM = sky130hd
export DESIGN_NAME = volume_indicator
export DESIGN_NICKNAME = volume_indicator
export VERILOG_FILES = /design/flow/design.v
export SDC_FILE = /design/flow/constraint.sdc
export NUM_CORES = 4
export LEC_CHECK = 1
export CORE_UTILIZATION = 40
[constraint.sdc]
current_design volume_indicator

set clk_period 5.6
set clk_io_pct 0.2

create_clock -name clk0 -period $clk_period [get_ports {cs}]

set non_clock_inputs [all_inputs -no_clocks]
set_input_delay [expr $clk_period * $clk_io_pct] -clock clk0 $non_clock_inputs
set_output_delay [expr $clk_period * $clk_io_pct] -clock clk0 [all_outputs]
==> impl_metrics.env <==
# flow metrics
export IMPL_status="finished clean"
export IMPL_grt_pass1_vias=1460
export IMPL_antennaDiodeCount=0
export IMPL_ys_types=37
export IMPL_place_ws_ps=2300
export IMPL_wl_mm=3.59
export IMPL_vias_per_cell=5.09
export IMPL_async_reset_ff_frac=0
export IMPL_maxCapViolCount=0
export IMPL_relSlewSlack=0.582
export IMPL_post_cts_setup_buffer_count=0
export IMPL_gp_congestion=0.870
export IMPL_largest_area_cell="edfxtp_1"
export IMPL_synth_edff_count=39
export IMPL_cts_buffer_depth=2
export IMPL_dr_pass1_iters=4
export IMPL_setup_ws_ps=2650
export IMPL_initial_utilization=0.420
export IMPL_ff2ff_setup_slack_ps=3490
export IMPL_numPortBuffers=28
export IMPL_path_max_fanout=12
export IMPL_top_cells_by_area="edfxtp_1, dfxtp_1, ha_1"
export IMPL_placementRows=27
export IMPL_antenna_found_initial=0
export IMPL_drc=0
export IMPL_cp_start_kind="input port"
export IMPL_layout_top_cells="edfxtp_1, clkdlybuf4s50_1, inv_1"
export IMPL_syn_inst=199
export IMPL_rsz0062_at_grt="no"
export IMPL_ios=29
export IMPL_finalMaxSlewViolations=0
export IMPL_drt_iter0_markers=183
export IMPL_grt_max_degree=36
export IMPL_end_kind="flip-flop"
export IMPL_cts_max_level=2
export IMPL_hpwl_mm=2.52
export IMPL_final_hold_viol_count=0
export IMPL_cts_sinks=50
export IMPL_drive_gt1_frac=0.0529
export IMPL_power_leakage_nw=1.00
export IMPL_ff_type="edfxtp_1"
export IMPL_cts_resized=0
export IMPL_setup_tns_ps=0
export IMPL_critPathKind="input port to flip-flop"
export IMPL_yosysWarnings=1
export IMPL_ys_area_sq_um=2340
export IMPL_cp_data_required_time_ps=5550
export IMPL_syn_area_sq_um=2340
export IMPL_min_period_ps=2950
export IMPL_irDropWorstVdd_mv=0.212
export IMPL_final_period_utilization=0.527
export IMPL_regArea_sq_um=1390
export IMPL_hold_buffers=0
export IMPL_dieArea_sq_um=6170
export IMPL_grt_overflow=0
export IMPL_numSynthFlops=50
export IMPL_syn2layout_area_growth_pct=20.0
export IMPL_die_y_microns=78.5
export IMPL_tool_warnings=26
export IMPL_lay_top_count="edfxtp_1"
export IMPL_logic_area_sq_um=838
export IMPL_cts_root_buf="clkbuf_8"
export IMPL_syn_avg_cell_area_sq_um=11.8
export IMPL_drt_wirelength_per_cell_microns=12.0
export IMPL_drtAntennaViolNets=0
export IMPL_skew_ps=6.37
export IMPL_cts_clk_slew_worst_paths_ps=90
export IMPL_cts_tree="built"
export IMPL_top_cell_area_share=0.500
export IMPL_cts_buffers=5
export IMPL_yosys_cells=199
export IMPL_holdCritPathClass="flip-flop to flip-flop"
export IMPL_clk_latency_ps=300
export IMPL_grt_pass1_wl_mm=6.19
export IMPL_dr_total_vias=1522
export IMPL_chipWidth_microns=78.5
export IMPL_critPathArrivalTime_ps=2900
export IMPL_power_density_nw_per_um2=297
export IMPL_grt_use_total=0.135
export IMPL_whs_path_depth=1
export IMPL_synth_seq_share=0.594
export IMPL_r2r_cells=7
export IMPL_fillers=519
export IMPL_timing_fmax_mhz=339
export IMPL_max_slew_worst_pin_slew_ps=626
export IMPL_core_sq_um=5570
export IMPL_setup_violations=0
## per-layer routing
| metal | vias to the layer above | GRT usage | share of wire |
|---|---|---|---|
| li1 | 794 | - | - |
| met1 | 679 | 0.221 | 0.49 |
| met2 | 44 | 0.194 | 0.44 |
| met3 | 5 | 0.0342 | 0.046 |
| met4 | 0 | 0.0278 | 0.018 |
| met5 | - | 0 | 0 |
## critical path: stages
cell and delay, ps:
clkdlybuf4s50_1 470, inv_1 50, ha_1 310, a21oi_1 150, o21a_1 170, o211ai_1 110
o21ai_2 510
## kinds of logic after synthesis
logic type	share of synthesized area
fa+ha+maj	0.0747
flops	0.594
simple gates	0.139
compound gates	0.118
buf+inv	0.0486
xor+xnor	0.0262
## layout make-up
class	instances	share of cell area
Sequential cell	50	0.495
Multi-Input combinational cell	121	0.298
Inverter	19	0.0254
Clock inverter	3	0.0227
Timing Repair Buffer	29	0.102
Clock buffer	5	0.0245
Tap cell	72	0.0320
## report_power, final
part           switching, W  internal, W
clock network      0.000115     0.000177
logic             0.0000491    0.0000382
registers         0.0000147     0.000440
total              0.000179     0.000655
## Yosys cell counts, drive strengths merged, types with 2 or more instances
cell type	number
a211oi	3
a21oi	18
and4	2
buf	4
clkbuf	5
dfxtp	11
edfxtp	39
ha	14
inv	19
nand2	9
nand3	5
nand4	14
nor2	16
nor2b	2
nor3	5
o211ai	4
o21ai	7
o31ai	2
or4	2
xnor2	3
xor2	4
## final timing paths
path / from / end
hold reg to reg: counter[9]$_SDFF_PP0_ / counter[9]$_SDFF_PP0_
setup reg to reg: counter[0]$_SDFF_PP0_ / max_so_far[11]$_DFFE_PP_
setup / recovery: sample[11] / max_so_far[11]$_DFFE_PP_
hold / removal: counter[9]$_SDFF_PP0_ / counter[9]$_SDFF_PP0_
## per-stage QoR
stage / hold WS (ps) / power [W] / cells / cell area [sq um] / util
6_report: 465 / 0.000834 / 299 / 2810 / 0.504
5_1_grt: 482 / 0.000870 / 299 / 2810 / 0.504
4_1_cts: 469 / 0.000841 / 299 / 2810 / 0.504
3_5_place_dp: 446 / 0.000551 / 291 / 2680 / 0.481
3_3_place_gp: 444 / 0.000549 / 291 / 2680 / 0.481
2_1_floorplan: 426 / 0.000519 / 199 / 2340 / -
## registers in the layout, indices dropped and copies added (netlist names)
name / cells
counter: 11
max: 12
max_so_far: 12
volume_level: 15
Power is estimated from default activity; no workload was simulated.
